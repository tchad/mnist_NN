**config.mk**
```make
export PLATFORM = sky130hd
export DESIGN_NAME = sm_relu
export DESIGN_NICKNAME = sm_relu
export VERILOG_FILES = /design/flow/design.v
export SDC_FILE = /design/flow/constraint.sdc
export NUM_CORES = 4
export LEC_CHECK = 1
export CORE_UTILIZATION = 40
```
**constraint.sdc**
```tcl
current_design sm_relu

set clk_period 6.6
set clk_io_pct 0.2

create_clock -name clk0 -period $clk_period [get_ports {clk}]

set non_clock_inputs [all_inputs -no_clocks]
set_input_delay [expr $clk_period * $clk_io_pct] -clock clk0 $non_clock_inputs
set_output_delay [expr $clk_period * $clk_io_pct] -clock clk0 [all_outputs]
```
**design.v**
```verilog
`timescale 1ns / 1ps
module sm_relu
    #(parameter DATA_WIDTH = 8,
      parameter ADDR_WIDTH = 16,
      parameter ADDR_BASE_A = 0,
      parameter ADDR_BASE_W = 0,
      parameter ADDR_BASE_REG = 0)
    (input  logic   clk,
     input  logic   rst,
     input  logic                                   start,
     input  logic                                   reset,
     output logic   unsigned                        done,
     output logic   unsigned    [ADDR_WIDTH-1:0]    mem_addr,
     output logic   unsigned    [2:0]               r_sh_en,
     input  logic                                   arg_zero,
     output logic   unsigned    [1:0]               mac_en,
     output logic   unsigned    [1:0]               mac_clr);
    typedef enum integer {
                SI_IDLE          = 0,
                S1_L1_LD_A       = 1,
                S2_L1_LD_W       = 2,
                S3_L1_MAC_CYCLE  = 3,
                S4_L2_LA_W       = 4,
                S5_L2_MAC_CYCLE  = 5,
                S6_FINISHED      = 6
               } state_t;
    localparam  L1_NEURON_COUNT = 25;
    localparam  L2_NEURON_COUNT = 10;
    localparam  L1_A_COUNT = 401;
    localparam  L2_A_COUNT = 26;
    state_t state;
    integer a_counter;
    integer w_counter;
    logic   unsigned    [ADDR_WIDTH-1:0]     a_addr_offset;
    logic   unsigned    [ADDR_WIDTH-1:0]     w_addr_offset;
    state_t state_next;
    integer a_counter_next;
    integer w_counter_next;
    logic   unsigned    [ADDR_WIDTH-1:0]     a_addr_offset_next;
    logic   unsigned    [ADDR_WIDTH-1:0]     w_addr_offset_next;
    always_ff @(posedge(clk) or posedge(rst)) begin: SM_SEQ
        if(rst == 1'b1) begin
            a_counter <= 0;
            a_addr_offset <= 0;
            w_counter <= 0;
            w_addr_offset <= 0;
            state <= SI_IDLE;
        end else begin
            a_counter <= #1 a_counter_next;
            a_addr_offset <= #1 a_addr_offset_next;
            w_counter <= #1 w_counter_next;
            w_addr_offset <= #1 w_addr_offset_next;
            state <= #1 state_next;
        end
    end
    always_comb begin: SM_NEXT
        a_counter_next = a_counter;
        w_counter_next = w_counter;
        a_addr_offset_next = a_addr_offset;
        w_addr_offset_next = w_addr_offset;
        state_next = state;
        case(state)
            SI_IDLE: begin
                if(start == 1'b1) begin
                   a_counter_next = 0;
                   w_counter_next = 0;
                   a_addr_offset_next = 0;
                   w_addr_offset_next = 0;
                   state_next = S1_L1_LD_A;
                end else begin 
                   state_next = SI_IDLE;
                end
            end
            S1_L1_LD_A: begin
                a_counter_next = a_counter + 1;
                a_addr_offset_next = a_addr_offset + 1;
                w_counter_next = 0;
                if(a_counter < L1_A_COUNT) begin
                    state_next = S2_L1_LD_W;
                end else begin
                    state_next = S4_L2_LA_W;
                    a_counter_next = 0;
                end
            end
            S2_L1_LD_W: begin
                if(arg_zero == 1'b1) begin
                    w_counter_next = w_counter + L1_NEURON_COUNT;
                    w_addr_offset_next = w_addr_offset_next + L1_NEURON_COUNT;
                    state_next = S1_L1_LD_A;
                end else if(w_counter < L1_NEURON_COUNT) begin
                    w_counter_next = w_counter + 1;
                    w_addr_offset_next = w_addr_offset + 1;
                    state_next = S2_L1_LD_W;
                end else begin
                    state_next = S3_L1_MAC_CYCLE;
                end
            end
            S3_L1_MAC_CYCLE: begin
                state_next = S1_L1_LD_A;
            end
            S4_L2_LA_W: begin
                if(w_counter < L2_NEURON_COUNT) begin
                    w_counter_next = w_counter + 1;
                    w_addr_offset_next = w_addr_offset + 1;
                    state_next = S4_L2_LA_W;
                end else begin
                    state_next = S5_L2_MAC_CYCLE;
                end
            end
            S5_L2_MAC_CYCLE: begin
                a_counter_next = a_counter + 1;
                if(a_counter_next < L2_A_COUNT) begin
                    w_counter_next = 0;
                    state_next = S4_L2_LA_W;
                end else begin
                    state_next = S6_FINISHED;
                end
            end
            S6_FINISHED: begin
                if(reset == 1'b0) begin
                    state_next = S6_FINISHED;
                end else begin
                    state_next = SI_IDLE;
                end
            end
        endcase
    end
    always_comb begin: SM_OUT
        done = 1'b0;
        mem_addr = {ADDR_WIDTH{1'b0}};
        r_sh_en = 3'b000;
        mac_en = 2'b00;
        mac_clr = 2'b00;
        case(state)
            SI_IDLE: begin
                mac_clr = 2'b11;
            end
            S1_L1_LD_A: begin
                mem_addr = ADDR_BASE_A + a_addr_offset;
                r_sh_en = 3'b001;
            end
            S2_L1_LD_W: begin
                mem_addr = ADDR_BASE_W + w_addr_offset;
                if(w_counter < L1_NEURON_COUNT) begin
                    r_sh_en = 3'b010;
                end
            end
            S3_L1_MAC_CYCLE: begin
                mac_en = 2'b01;
            end
            S4_L2_LA_W: begin
                mem_addr = ADDR_BASE_W + w_addr_offset;
                if(w_counter < L2_NEURON_COUNT) begin
                    r_sh_en = 3'b100;
                end
            end
            S5_L2_MAC_CYCLE: begin
                    mac_en = 2'b10;
                    mem_addr = ADDR_BASE_REG + a_counter;
            end
            S6_FINISHED: begin
                done = 1'b1;
            end
        endcase
    end
endmodule
```
**run.sh**
```bash
#!/bin/bash
# OpenROAD 26Q1-2900-gdf79404cd8, Yosys 0.63+post, stock flow scripts
make -C /OpenROAD-flow-scripts/flow DESIGN_CONFIG=/design/flow/config.mk WORK_HOME=/design/flow/orfs finish
```
==> deck_impl_summary.md <==
Key Metrics from the Run

Finish
  • Area Overhead vs Synth: 9.244%
  • Final non-filler cell total: 1107
  • Logic cell area: 4169 µm²
  • Reg area: 2579 µm²
  • Share of cells above drive strength 1: 6.009%
  • Fillers: 1739

Placed design
  • Dpl cells: 1091
  • GPL Wtd Cong: 0.9012
  • HPWL Detailed: 13980 µm
  • Port Buffers: 28

Logic synthesis
  • Commonest flop: dfrtp_1
  • Yosys stat area: 7187 µm²
  • Synthesized area: 7187 µm²
  • Synthesized area per cell: 8.021 µm²
  • Post-synth top area cell: dfrtp_1
  • Top cells, area: dfrtp_1 (36%), o21ai_0 (5.6%), nand2_1 (4.7%)
  • Commonest cells in the synthesized netlist: dfrtp_1 (102), nand2_1 (90), o21ai_0 (80)
  • Synth async-reset ratio: 100.0%
  • Post-synth EDFFs: 0
  • Cell Type Count: 75
  • Synth Seq Share: 35.88%
  • Synth warn: 1
  • Synth flops: 103
  • Cell with the most instances after synthesis: dfrtp_1
  • Yosys cell count: 896
  • Cells after Synth: 896
  • Top cell type's share of synthesized area: 35.52%

Critical path
  • Crit path DAT: 4.51 ns
  • Worst Setup Start Kind: flip-flop
  • CP endpoint kind: flip-flop
  • Setup CP Type: flip-flop to flip-flop
  • CP required: 6.85 ns
  • Largest fanout on the critical path: 35
  • Buf/Inv on CP: 2
  • Delay-heaviest family, CP: simple AND/OR/NAND/NOR gates
  • CP peak stage delay: 0.59 ns
  • Crit-path cells: ha_1 -> and3_1 -> nand4_2 -> nor4_1 -> xnor2_1 -> nand4_1 -> and4bb_1 -> a31oi_2 -> buf_4 -> nand2b_1 -> buf_4 -> o41ai_1
  • Slowest-stage cell, CP: nor4_1
  • Crit path from: a_counter[0]
  • Most frequent CP cell: buf_4
  • Worst r2r src: a_counter[0]

Final timing
  • Endpoints failing setup: 0
  • RSZ-0062 raised after global routing: false
  • Worst-Margin Slew: 0.7464 ns
  • Setup TNS: 0 ns
  • Period utilisation layout: 64.63%
  • Final min period: 4.265 ns
  • Worst rel slew slack: 50.06%
  • Skew final: 0.01175 ns
  • Final tally of hold violations: 0
  • Max Transition Viols Final: 0
  • Fmax: 234.4 MHz

Detailed routing
  • Vias: 6785
  • Post-route ant nets: 0
  • WL per Instance: 18.24 µm
  • Initial DRC Count: 591
  • Drt pass-1 iters: 6
  • Number of DRC violations after detailed routing: 0
  • Vias per cell: 6.129
  • Final wirelength: 20190 µm
  • Ant. Diodes: 0

Power
  • Worst IR Drop VDD: 0.2351 mV
  • P_leak: 3.159 nW
  • PD cells: 235.2 nW/µm²

Global route
  • First-pass GRT wire length: 33330 µm
  • Total congestion overflow: 0
  • Vias in the first global route: 6143
  • Largest net degree at the start of global routing: 38
  • Initial antenna violation count: 0
  • Total GRT Usage: 23.42%

Die
  • Width of the die: 136.0 µm
  • Core Footprint: 17420 µm²
  • Die footprint: 18510 µm²
  • I/O pin total: 29
  • Die Y: 136.0 µm
  • Init Core Util: 41.26%
  • Placement Rows: 48

Clock network
  • # resized after CTS: 0
  • CTS clk-pin slew, worst paths: 0.07 ns
  • Worst-Skew Late Latency: 0.35 ns
  • TritonCTS clock tree: built
  • Clock buffer depth: 2
  • CTS Buf Count: 9
  • Postcts setup bufs: 0
  • Clk root buf: clkbuf_16
  • Total clock sinks: 103
  • CTS H-tree depth: 3
  • Hold bufs inserted after CTS: 0

Flow run
  • Max_cap viols: 0
  • Tool warnings: 27

Min path
  • Worst min path class: flip-flop to flip-flop
  • HP Start: state[6]

Status
  • Status: completed
## power by group
| group | internal [mW] | switching [mW] |
|---|---|---|
| Combinational | 0.196 | 0.356 |
| Sequential | 0.687 | 0.100 |
| Clock | 0.267 | 0.241 |
## path summary, 6_finish.rpt
path / end / slack (ns) / cells past startpoint
hold / removal: state[4] / 0.50 / 1
hold reg to reg: state[4] / 0.50 / 1
max in group asynchronous: w_addr_offset[5] / 4.42 / 3
min in group asynchronous: a_counter[31] / 1.32 / 2
setup / recovery: w_counter[30] / 2.33 / 12
setup reg to reg: w_counter[30] / 2.33 / 12
## registers in the layout, indices dropped and copies added (netlist names)
name	count
a_addr_offset	16
a_counter	32
w_addr_offset	16
state	7
w_counter	32
## routing by layer
metal | global-route usage, % | up-vias | wire (µm)
met3 | 4.445 | 23 | 1111
met1 | 37.78 | 3258 | 10030
met2 | 34.09 | 190 | 8798
met4 | 2.901 | 0 | 252
li1 | - | 3314 | -
met5 | 0 | - | 0
## placed cells by master (no fill, tap or decap), types with 10 or more instances in the layout
cell type | synthesis | layout
inv_1 | 40 | 39
o21ai_1 | 15 | 15
clkdlybuf4s50_1 | 0 | 28
o31ai_1 | 42 | 41
nand4_1 | 21 | 21
a222oi_1 | 16 | 16
a31oi_1 | 11 | 11
nor2_1 | 77 | 77
o21ai_0 | 80 | 80
and3_1 | 24 | 24
nor3_1 | 15 | 15
o41ai_1 | 18 | 17
a21oi_1 | 39 | 39
nor4_1 | 21 | 21
xor2_1 | 15 | 15
and4_1 | 10 | 10
buf_4 | 4 | 16
nand2_1 | 90 | 90
nand3_1 | 36 | 36
o22ai_1 | 10 | 10
dfrtp_1 | 102 | 102
## kinds of logic after synthesis
group / after synthesis / share of synthesized area, %
multiplexers: 7 / 0.9924
AND/OR/NAND/NOR: 352 / 25.28
XOR/XNOR: 24 / 2.925
flip-flops: 103 / 35.88
adder cells (fa/ha/maj): 6 / 1.045
buffers and inverters: 114 / 6.407
AND-OR/OR-AND: 290 / 27.47
## cell type report
class                      count  share of cell area, %
tap                          225                  3.586
multi-input combinational    679                  53.10
inverter                      40                  1.944
sequential                   103                  32.84
timing repair buffer          44                  5.100
clock buffer                  13                  3.187
clock inverter                 3                 0.2390
## stage by stage
step	hold WS [ns]	instance area [µm²]	worst slack [ns]	utilization, %	total power, mW
6_report	0.4994	7851	2.335	45.08	1.847
5_1_grt	0.5451	7851	1.997	45.08	1.959
4_1_cts	0.4987	7851	2.375	45.08	1.862
3_5_place_dp	0.4761	7582	2.387	43.53	1.346
3_3_place_gp	0.4888	7582	2.471	43.53	1.349
2_1_floorplan	0.4368	7187	2.578	-	1.159
No activity file was given, so power comes from the tool's default toggle rates.
