[/design/flow/config.mk]
export PLATFORM = sky130hd
export DESIGN_NAME = relu_fix
export DESIGN_NICKNAME = relu_fix
export VERILOG_FILES = /design/flow/design.v
export SDC_FILE = /design/flow/constraint.sdc
export NUM_CORES = 4
export LEC_CHECK = 1
export CORE_AREA = 10 10 70 70
export DIE_AREA = 0 0 80 80
[/design/flow/constraint.sdc]
current_design relu_fix

set clk_period 1.0
set clk_io_pct 0.2

create_clock -name clk0 -period $clk_period

set non_clock_inputs [all_inputs -no_clocks]
set_input_delay [expr $clk_period * $clk_io_pct] -clock clk0 $non_clock_inputs
set_output_delay [expr $clk_period * $clk_io_pct] -clock clk0 [all_outputs]
[/design/flow/design.v]
`timescale 1ns / 1ps
module relu_fix
    #(WIDTH = 16)
    (input  logic   signed  [WIDTH-1:0] in,
     output logic   signed  [WIDTH-1:0] out
    );
    localparam [WIDTH-1:0] ZERO_VAL = 'd0;
    logic   signed  [WIDTH-1:0] sig_out;
    always_comb begin : COMB
        if(in[WIDTH-1] == 1'b0) begin
            sig_out = in;
        end else begin
            sig_out = ZERO_VAL;
        end
    end
    assign out = sig_out;
endmodule
[/design/flow/run.sh]
#!/bin/bash
# OpenROAD 26Q1-2900-gdf79404cd8, Yosys 0.63+post, stock flow scripts
make -C /OpenROAD-flow-scripts/flow DESIGN_CONFIG=/design/flow/config.mk WORK_HOME=/design/flow/orfs finish
==> flow_summary.json <==
{
  "status": "finished clean",
  "synth-warning-count": 1,
  "seq_area_um2": 0,
  "power_density_mw_per_mm2": 302.7,
  "antenna_found_initial": 0,
  "clkbuf_count": 0,
  "viasPerCell": 2.642,
  "area_leaders": "nor2b_2, and2b_2, nor2b_1",
  "path_max_fanout": 1,
  "cp_cell_sequence": "dlygate4sd2_1 > and2b_2 > clkdlybuf4s15_1",
  "num_io_pins": 32,
  "hold_violations": 0,
  "hold_class": "in2out",
  "cp-end-kind": "output pin",
  "routedWlPerCell_um": 12.92,
  "fp.dieH_um": 80,
  "finalWorstPathRequiredPeriod_ns": 0.9679,
  "critPathLaunchType": "input port",
  "grt_pass1_wl_um": 1738,
  "grt-ovfl-total": 0,
  "drtIter0Drc": 3,
  "placed_cell_area_um2": 513.0,
  "fmax_mhz": 1033,
  "period_used_pct": 96.79,
  "wl_um": 1227,
  "worstPathArrival_ns": 0.77,
  "warnings": 32,
  "ys_seq_share_pct": 0,
  "yosys_area_um2": 143.9,
  "p_leak_nw": 0.2600,
  "synth.distinct_cells": 7,
  "fp_util_pct": 4.212,
  "place_congestion": 0.7629,
  "synth_cells": 18,
  "fp.dieW_um": 80,
  "grt_pass1_vias": 264,
  "holdWs_ns": 0.6832,
  "rsz0062_at_grt": "no",
  "worst_ep_required_time_ns": 0.80,
  "insertedDiodeCount": 0,
  "num_vias": 251,
  "dp_hpwl_um": 1094,
  "portBuffers": 31,
  "dieArea_mm2": 0.006400,
  "ant_nets": 0,
  "grt_max_degree": 9,
  "largest_area_cell": "nor2b_2",
  "drive_above_1_share_pct": 55.10,
  "drc_errors": 0,
  "num_rows": 21,
  "drtPass1Iterations": 2,
  "design.seq.count": 0,
  "slowest_delay_ns": 0.23,
  "avgSynthCellArea_um2": 7.994,
  "syn_area_um2": 143.9,
  "top_cell_area_share_pct": 42.61,
  "peakVddDrop_mv": 0.05710,
  "setup_violations": 0,
  "core_area_mm2": 0.003416,
  "fill_cells": 407,
  "slew_violations": 0,
  "cp_slowest_cell": "dlygate4sd2_1",
  "ys_cells": 18,
  "grt_usage_pct": 3.579,
  "syn2layout_area_growth_pct": 230.4,
  "critPathKind": "in2out",
  "fin_area_um2": 475.5,
  "timing.max_cap.violations": 0
}
==> cell families after synthesis <==
kind of cell | after synthesis | share of synthesized area (%)
simple gates | 15 | 84.35
other cells | 1 | 2.606
buf+inv | 2 | 13.04
==> synth_stat cells (all sizes together) <==
| cell type | number |
|---|---|
| nor2b | 10 |
| and2b | 5 |
| buf | 2 |
| conb | 1 |
==> metrics by stage <==
stage	total power [W]	worst slack (ns)	TNS, ns	util, %	std cells
6_report	0.0001439	0.03206	0	13.92	95
5_1_grt	0.0001571	0.02216	0	13.92	95
4_1_cts	0.0001584	0.005543	0	14.51	96
3_5_place_dp	0.0001728	-0.6911	-9.505	15.02	94
3_3_place_gp	0.0001733	-0.6792	-9.584	15.02	94
2_1_floorplan	0.00003525	0.4083	0	-	18
==> area by class of cell <==
class              instances  area [um2]  area share (%)
well taps                 46       57.56           12.11
repair buffers            33       257.7           54.21
multi-input cells         16       160.2           33.68
==> layer usage <==
layer | up-vias | global-route usage, % | part of all wire (%)
met5 | - | 0 | 0
met4 | 0 | 0 | 0
met3 | 0 | 2.045 | 17
met2 | 17 | 5.778 | 46
met1 | 120 | 4.285 | 37
li1 | 114 | - | -
==> layout by cell type (no fill, tap or decap) <==
master and count:
and2b_2 3, nor2b_4 7, buf_4 1, dlygate4sd2_1 15, clkdlybuf4s15_1 1, buf_16 1, conb_1 1, nor2b_1 3
buf_2 14, and2b_1 2, buf_6 1
==> power breakdown <==
group          internal (W)  total [W]  switching, W
logic              0.000101   0.000144     0.0000433
registers                 0          0             0
clock network             0          0             0
==> worst max-delay path, delay by kind of cell <==
kind	cells	cell delay [ns]
buffers and inverters	2	0.40
and+or+nand+nor	1	0.18
==> repair_timing <==
item,CTS,global route
endpoints found under the hold margin,0,0
hold buffers,0,0
endpoints found under the setup margin,15,1
buffers inserted,1,0
cloned,1,0
gates resized,80,0
==> worst paths after layout <==
kind              depth (start not counted)   start  endpoint
setup / recovery                          3   in[2]    out[2]
hold / removal                            3  in[15]    out[5]
Power is estimated from default activity; no workload was simulated.
