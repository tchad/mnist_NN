File: ./design.v
`timescale 1ns / 1ps
module fix14_to_ulaw
    (input  logic   unsigned    [13:0]  in,
     output logic   unsigned    [7:0]   out
    );
    always_comb begin: COMB
        logic   sign;
        logic   unsigned [2:0] chord;
        logic   unsigned [3:0] val;  
        logic   unsigned [12:0] tmp;
        logic   tmp_overflow;
        logic   unsigned [7:0] tmp_combined;
        chord = 3'b000;
        val = 4'b0000;
        if(in[13] == 1'b1) begin
            sign = 1'b1;
            tmp = -in;
        end else begin
            sign = 1'b0;
            tmp = in;
        end
        {tmp_overflow , tmp} = tmp + 33;
        if(tmp_overflow == 1'b1) begin
            tmp = 13'b1111111111111;
        end
        if(tmp & 13'b1000000000000) begin
            chord = 3'b111;
            val = tmp[11:8];
        end else if(tmp & 13'b0100000000000) begin
            chord = 3'b110;
            val = tmp[10:7];
        end else if(tmp & 13'b0010000000000) begin
            chord = 3'b101;
            val = tmp[9:6];
        end else if(tmp & 13'b0001000000000) begin
            chord = 3'b100;
            val = tmp[8:5];
        end else if(tmp & 13'b0000100000000) begin
            chord = 3'b011;
            val = tmp[7:4];
        end else if(tmp & 13'b0000010000000) begin
            chord = 3'b010;
            val = tmp[6:3];
        end else if(tmp & 13'b0000001000000) begin
            chord = 3'b001;
            val = tmp[5:2];
        end else if(tmp & 13'b0000000100000) begin
            chord = 3'b000;
            val = tmp[4:1];
        end
        tmp_combined = {sign, chord, val};
        out = ~tmp_combined;
    end
endmodule
File: ./run.sh
#!/bin/bash
# OpenROAD 26Q1-2900-gdf79404cd8, Yosys 0.63+post, stock flow scripts
make -C /OpenROAD-flow-scripts/flow DESIGN_CONFIG=/design/flow/config.mk WORK_HOME=/design/flow/orfs finish
File: ./config.mk
export PLATFORM = sky130hd
export DESIGN_NAME = fix14_to_ulaw
export DESIGN_NICKNAME = fix14_to_ulaw
export VERILOG_FILES = /design/flow/design.v
export SDC_FILE = /design/flow/constraint.sdc
export NUM_CORES = 4
export LEC_CHECK = 1
export CORE_AREA = 10 10 84 84
export DIE_AREA = 0 0 94 94
File: ./constraint.sdc
current_design fix14_to_ulaw

set clk_period 7.4
set clk_io_pct 0.2

create_clock -name clk0 -period $clk_period

set non_clock_inputs [all_inputs -no_clocks]
set_input_delay [expr $clk_period * $clk_io_pct] -clock clk0 $non_clock_inputs
set_output_delay [expr $clk_period * $clk_io_pct] -clock clk0 [all_outputs]
==> impl_metrics.toml <==
# generated from flow reports
[outcome]
status = "complete, no violations"

[final_timing]
finalHoldViolations = 0
setup_viol = 0
tightestPinTransition_ns = 0.842
holdWs_ns = 4.13
max_slew_margin_pct = 43.5
rsz0062_at_grt = "no"
maxSlewViolCount = 0
fin_crit_ns = 7.13
finalClockPeriodUsage_pct = 96.3
setup_ws_ns = 0.271
final.setup.tns_ns = 0
fmax_mhz = 140

[route]
num_vias = 1347
ant_nets = 0
antenna_cells = 0
drc = 0
first_pass_iters = 4
avgViaCountPerCell = 5.39
drtIter0Drc = 207
wl_per_cell_um = 13.1
routed_wl_mm = 3.29

[placement]
pre_cts_ws_ns = 0.196
io_buffer_count = 22
finalWeightedCongestion = 0.909
hpwlAfterDp_mm = 2.64

[global_routing]
grt_pass1_vias = 1229
grt_use_total_pct = 7.27
grt_pass1_wl_mm = 5.66
antenna_found_initial = 0
grt.overflow.total = 0
grt_max_degree = 14

[layout]
seq_cells = 0
nClkBuffers = 0
flop_area_um2 = 0
drive_above_1_share_pct = 20.6
final_core_util_pct = 29.1
logic_area_um2 = 1130
nFillCells = 573
areaGrowthSynthToFinish_pct = 22.8

[power]
combPwrFrac_pct = 100.0
p_seq_share_pct = 0
clkPwrFrac_pct = 0
p_per_area_nw_per_um2 = 85.6
peakVddDrop_mv = 0.0156
power_switching_w = 0.0000667
p_leak_nw = 0.512
swShare_pct = 51.4
p_int_w = 0.0000630
p_total_w = 0.000130

[worst_setup_path]
critPathCaptureType = "output port"
worstSetupPathType = "input port to output port"
critPathArrivalTime_ns = 5.65
startpoint_type = "input port"
crit_required_ns = 5.92
worstPathMaxFanout = 13

[job]
warnings = 32
cap_viol_max_count = 0

[worst_hold_path]
hp-class = "input port to output port"

[logic_synthesis]
ys_cells = 162
yosysMostFrequentCell = "nand2_1"
yosysChipArea_um2 = 1230
synth.distinct_cells = 70
yosys-top-cells-count = "nand2_1, xor2_1, nor2b_1, nor3_1, inv_1"
ys_seq_share_pct = 0
yosys_warnings = 1
yosys.area.top_type = "xor2_1"
synthesis.area_um2 = 1230
top_area_share_pct = 7.80
syn_area_per_cell_um2 = 7.62
syn_inst = 162
synthTopCellsByArea = "xor2_1, nand2_1, o41ai_2, mux2i_1, nor2b_1"

[die]
rows = 26
die_y_um = 94
core_um2 = 5200
io_pins = 22
floorplan.core_util_pct = 23.7
die_w_um = 94
dieArea_um2 = 8840

[clocking]
hold_buffers = 0
placed cells by master, fill, tap and decap left out, types with 2 or more instances in the layout:
| cell | n |
|---|---|
| clkdlybuf4s50_1 | 21 |
| nand2_1 | 16 |
| xor2_1 | 11 |
| buf_4 | 7 |
| nor2b_1 | 6 |
| nor3_1 | 6 |
| inv_1 | 5 |
| nor4_1 | 4 |
| nor2_1 | 4 |
| a22oi_1 | 4 |
| nand3_1 | 4 |
| o21ai_0 | 3 |
| o41ai_2 | 3 |
| or4_1 | 3 |
| a311oi_1 | 3 |
| a211oi_1 | 3 |
| a31oi_1 | 3 |
| a21oi_1 | 3 |
| xnor2_1 | 3 |
| mux2i_1 | 3 |
| o21a_1 | 3 |
| or2_2 | 2 |
| a31o_2 | 2 |
| or3b_2 | 2 |
| o31ai_1 | 2 |
| a211o_2 | 2 |
| or3_1 | 2 |
| o41ai_1 | 2 |
| a221oi_1 | 2 |
| and2_2 | 2 |
| a221o_1 | 2 |
| and2_1 | 2 |
| o2111ai_1 | 2 |
| o22ai_1 | 2 |
| ha_1 | 2 |
cell families (layout without fill, tap and decap cells):
group,count (synthesis),in the layout,share of synthesized area [%]
xor gates and xnor gates,14,14,9.93
adders and majority gates,2,2,2.03
buffers and inverters,16,34,8.41
muxes,6,6,5.98
and+or+nand+nor,70,70,35.6
AOI/OAI and AO/OA,54,54,38.1
critical path, cell delays in order:
cell and delay [ns]:
clkdlybuf4s50_1 0.59, inv_1 0.08, ha_1 0.32, nand2_1 0.05, o21ai_0 0.08, ha_1 0.18
inv_1 0.06, or4_2 0.72, a221o_1 0.43, or3_4 0.37, mux2i_4 0.25, a221o_2 0.36
a32oi_1 0.16, clkdlybuf4s50_1 0.49
final cells by class:
type | count | share of cell area, %
Multi-Input combinational cell | 146 | 74.8
Timing Repair Buffer | 29 | 18.2
Tap cell | 70 | 5.78
Inverter | 5 | 1.24
stage by stage:
step / instances / cell area, um^2
2_1_floorplan: 162 / 1230
3_3_place_gp: 248 / 1500
3_5_place_dp: 248 / 1500
4_1_cts: 248 / 1500
5_1_grt: 250 / 1520
6_report: 250 / 1520
power by group through the flow:
| stage | logic, W | registers (W) | clock network [W] |
|---|---|---|---|
| finish | 0.000130 | 0 | 0 |
| global route | 0.000144 | 0 | 0 |
| CTS | 0.000128 | 0 | 0 |
worst paths after layout:
path	startpoint	end	cells after the start
worst max-delay path	in[1]	out[0]	14
worst min-delay path	in[0]	out[0]	7
per-layer routing:
layer	up-vias	global-route usage (%)	wire, um
li1	686	-	-
met1	636	9.72	1550
met2	23	13.2	1680
met3	2	0.0808	44
met4	0	0.380	14
met5	-	0	0
what timing repair did:
action,CTS,global route
buffers inserted,0,2
setup endpoints to repair,0,2
gates resized,0,2
No activity file was given, so power comes from the tool's default toggle rates.
