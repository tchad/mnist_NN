==> flow/design.v <==
`timescale 1ns / 1ps
module sm_sigmoid
    #(parameter DATA_WIDTH = 8,
      parameter ADDR_WIDTH = 16,
      parameter ADDR_BASE_A = 0,
      parameter ADDR_BASE_W = 0,
      parameter ADDR_BASE_LUT_L1 = 0,
      parameter ADDR_BASE_LUT_L2 = 0)
    (input  logic   clk,
     input  logic   rst,
     input  logic                                   start,
     input  logic                                   reset,
     output logic   unsigned                        done,
     input  logic   unsigned    [ADDR_WIDTH-1:0]    lut_idx,
     output logic   unsigned    [ADDR_WIDTH-1:0]    lut_pos,
     output logic                                   lut_sel,
     output logic   unsigned    [ADDR_WIDTH-1:0]    mem_addr,
     input  logic                                   arg_zero,
     output logic   unsigned    [3:0]               r_sh_en,
     output logic   unsigned    [1:0]               mac_en,
     output logic   unsigned    [1:0]               mac_clr);
    typedef enum integer {
                SI_IDLE          = 0,
                S1_L1_LD_A       = 1,
                S2_L1_LD_W       = 2,
                S3_L1_MAC_CYCLE  = 3,
                S4_L2_LA_W       = 4,
                S5_L2_MAC_CYCLE  = 5,
                SX_LUT_SAVE      = 7,
                S6_FINISHED      = 6
               } state_t;
    localparam  L1_NEURON_COUNT = 25;
    localparam  L2_NEURON_COUNT = 10;
    localparam  L1_A_COUNT = 401;
    localparam  L2_A_COUNT = 26;
    state_t state;
    integer a_counter;
    integer w_counter;
    logic   unsigned    [ADDR_WIDTH-1:0]     a_addr_offset;
    logic   unsigned    [ADDR_WIDTH-1:0]     w_addr_offset;
    state_t state_next;
    integer a_counter_next;
    integer w_counter_next;
    logic   unsigned    [ADDR_WIDTH-1:0]     a_addr_offset_next;
    logic   unsigned    [ADDR_WIDTH-1:0]     w_addr_offset_next;
    always_ff @(posedge(clk) or posedge(rst)) begin: SM_SEQ
        if(rst == 1'b1) begin
            a_counter <= 0;
            a_addr_offset <= 0;
            w_counter <= 0;
            w_addr_offset <= 0;
            state <= SI_IDLE;
        end else begin
            a_counter <= #1 a_counter_next;
            a_addr_offset <= #1 a_addr_offset_next;
            w_counter <= #1 w_counter_next;
            w_addr_offset <= #1 w_addr_offset_next;
            state <= #1 state_next;
        end
    end
    always_comb begin: SM_NEXT
        a_counter_next = a_counter;
        w_counter_next = w_counter;
        a_addr_offset_next = a_addr_offset;
        w_addr_offset_next = w_addr_offset;
        state_next = state;
        case(state)
            SI_IDLE: begin
                if(start == 1'b1) begin
                   a_counter_next = 0;
                   w_counter_next = 0;
                   a_addr_offset_next = 0;
                   w_addr_offset_next = 0;
                   state_next = S1_L1_LD_A;
                end else begin 
                   state_next = SI_IDLE;
                end
            end
            S1_L1_LD_A: begin
                a_counter_next = a_counter + 1;
                a_addr_offset_next = a_addr_offset + 1;
                w_counter_next = 0;
                if(a_counter < L1_A_COUNT) begin
                    state_next = S2_L1_LD_W;
                end else begin
                    state_next = S4_L2_LA_W;
                    a_counter_next = 0;
                end
            end
            S2_L1_LD_W: begin
                if(arg_zero == 1'b1) begin
                    w_counter_next = w_counter + L1_NEURON_COUNT;
                    w_addr_offset_next = w_addr_offset_next + L1_NEURON_COUNT;
                    state_next = S1_L1_LD_A;
                end else if(w_counter < L1_NEURON_COUNT) begin
                    w_counter_next = w_counter + 1;
                    w_addr_offset_next = w_addr_offset + 1;
                    state_next = S2_L1_LD_W;
                end else begin
                    state_next = S3_L1_MAC_CYCLE;
                end
            end
            S3_L1_MAC_CYCLE: begin
                state_next = S1_L1_LD_A;
            end
            S4_L2_LA_W: begin
                if(w_counter < L2_NEURON_COUNT) begin
                    w_counter_next = w_counter + 1;
                    w_addr_offset_next = w_addr_offset + 1;
                    state_next = S4_L2_LA_W;
                end else begin
                    state_next = S5_L2_MAC_CYCLE;
                end
            end
            S5_L2_MAC_CYCLE: begin
                a_counter_next = a_counter + 1;
                if(a_counter_next < L2_A_COUNT) begin
                    w_counter_next = 0;
                    state_next = S4_L2_LA_W;
                end else begin
                    a_counter_next = 0;
                    state_next = SX_LUT_SAVE;
                end
            end
            SX_LUT_SAVE: begin
                a_counter_next = a_counter + 1;
                if(a_counter_next < L2_NEURON_COUNT) begin
                    state_next = SX_LUT_SAVE;
                end else begin
                    state_next = S6_FINISHED;
                end
            end
            S6_FINISHED: begin
                if(reset == 1'b0) begin
                    state_next = S6_FINISHED;
                end else begin
                    state_next = SI_IDLE;
                end
            end
        endcase
    end
    always_comb begin: SM_OUT
        done = 1'b0;
        mem_addr = {ADDR_WIDTH{1'b0}};
        r_sh_en = 4'b0000;
        mac_en = 2'b00;
        mac_clr = 2'b00;
        lut_pos = {ADDR_WIDTH{1'b0}};
        lut_sel = 1'b0;
        case(state)
            SI_IDLE: begin
                mac_clr = 2'b11;
            end
            S1_L1_LD_A: begin
                mem_addr = ADDR_BASE_A + a_addr_offset;
                r_sh_en = 4'b0001;
            end
            S2_L1_LD_W: begin
                mem_addr = ADDR_BASE_W + w_addr_offset;
                if(w_counter < L1_NEURON_COUNT) begin
                    r_sh_en = 4'b0010;
                end
            end
            S3_L1_MAC_CYCLE: begin
                mac_en = 2'b01;
            end
            S4_L2_LA_W: begin
                mem_addr = ADDR_BASE_W + w_addr_offset;
                if(w_counter < L2_NEURON_COUNT) begin
                    r_sh_en = 4'b0100;
                end
            end
            S5_L2_MAC_CYCLE: begin
                lut_sel = 1'b0;
                lut_pos = a_counter;
                mac_en = 2'b10;
                mem_addr = ADDR_BASE_LUT_L1 + lut_idx;
            end
            SX_LUT_SAVE: begin
                lut_sel = 1'b1;
                lut_pos = a_counter;
                mem_addr = ADDR_BASE_LUT_L2 + lut_idx;
                r_sh_en = 4'b1000;
            end
            S6_FINISHED: begin
                done = 1'b1;
            end
        endcase
    end
endmodule
==> flow/run.sh <==
#!/bin/bash
# OpenROAD 26Q1-2900-gdf79404cd8, Yosys 0.63+post, stock flow scripts
make -C /OpenROAD-flow-scripts/flow DESIGN_CONFIG=/design/flow/config.mk WORK_HOME=/design/flow/orfs finish
==> flow/config.mk <==
export PLATFORM = sky130hd
export DESIGN_NAME = sm_sigmoid
export DESIGN_NICKNAME = sm_sigmoid
export VERILOG_FILES = /design/flow/design.v
export SDC_FILE = /design/flow/constraint.sdc
export NUM_CORES = 4
export LEC_CHECK = 1
export CORE_UTILIZATION = 40
==> flow/constraint.sdc <==
current_design sm_sigmoid

set clk_period 7.2
set clk_io_pct 0.2

create_clock -name clk0 -period $clk_period [get_ports {clk}]

set non_clock_inputs [all_inputs -no_clocks]
set_input_delay [expr $clk_period * $clk_io_pct] -clock clk0 $non_clock_inputs
set_output_delay [expr $clk_period * $clk_io_pct] -clock clk0 [all_outputs]
==> results.sh <==
# physical design summary
export IMPL_fin_util=0.455
export IMPL_fmax_ghz=0.224
export IMPL_warnings=27
export IMPL_crit_type="reg2reg"
export IMPL_routed_wl_mm=22.8
export IMPL_track_usage=0.243
export IMPL_coreArea_sq_um=18700
export IMPL_grt_start_max_net_pins=47
export IMPL_initial_core_util=0.407
export IMPL_syn_to_final_growth_pct=11.7
export IMPL_cts_max_level=3
export IMPL_ys_types=72
export IMPL_netlist_instances=981
export IMPL_drtIter0Drc=633
export IMPL_crit_path_end_kind="flip-flop"
export IMPL_top_cells_by_area="dfrtp_1 34%, nand2_1 6.0%, nor2_1 4.0%"
export IMPL_fin_crit_sh=0.621
export IMPL_dp_hpwl_mm=16.0
export IMPL_slew_viol_final=0
export IMPL_numPortBuffers=62
export IMPL_cts_root_buf="clkbuf_16"
export IMPL_syn_cell_area_sq_um=7620
export IMPL_finClkSkew_ns=0.00849
export IMPL_ys_seq_elements=104
export IMPL_worst_pin_slew_ns=0.786
export IMPL_drive_gt1_frac=0.0445
export IMPL_setup_tns_ns=0
export IMPL_worstPathArrival_ns=4.73
export IMPL_irDropWorstVdd_mv=0.307
export IMPL_cap_violations=0
export IMPL_insertion_delay_ns=0.36
export IMPL_antenna_left=0
export IMPL_clock_sinks=104
export IMPL_post_cts_buffers=0
export IMPL_gp_congestion=0.995
export IMPL_status="completed"
export IMPL_yosys_cells=981
export IMPL_powerDensity_nw_per_um2=296
export IMPL_avgViaCountPerCell=6.16
export IMPL_clkTransAtPathRegs_ns=0.08
export IMPL_yosysWarnings=1
export IMPL_nFillCells=1826
export IMPL_vias=7533
export IMPL_yosysSeqAreaShare=0.342
export IMPL_leakage_nw=3.43
export IMPL_max_clock_path_buffers=2
export IMPL_drc=0
export IMPL_maxSlewHeadroom=0.475
export IMPL_synthArstFlopShare=1.00
export IMPL_ios=63
export IMPL_synth_edff_count=0
export IMPL_hold_viol_final=0
export IMPL_cts_tree="done"
export IMPL_grt_setup_unrepaired="no"
export IMPL_syn_avg_cell_area_sq_um=7.76
export IMPL_yosys_area_top_type="dfrtp_1"
export IMPL_die_area_sq_um=19600
export IMPL_min_path_type="reg2reg"
export IMPL_die_y_um=140
export IMPL_grt_pass1_wl_mm=37.1
export IMPL_antenna_found_initial=0
export IMPL_grt_overflow=0
export IMPL_grt_pass1_vias=6754
export IMPL_cts_resized=0
export IMPL_ys_area_sq_um=7620
export IMPL_die_w_um=140
export IMPL_cts_hold_fix_buffers=0
export IMPL_rrSetupSlack_ns=2.73
export IMPL_cts_made_buffers=9
export IMPL_dr_pass1_iters=23
export IMPL_startpoint_type="flip-flop"
export IMPL_fin_crit_ns=4.47
export IMPL_netlist_area_leader_share=0.338
export IMPL_core_rowCount=50
export IMPL_n_antenna_cell=0
export IMPL_crit_path_max_fanout=33
export IMPL_routedWlPerCell_um=18.7
export IMPL_cp_required_ns=7.46
export IMPL_setup_violations=0
export IMPL_synthFlopType="dfrtp_1"
registers in the layout (all words and copies together), names as in the netlist:
name	count
w_addr_offset	16
a_counter	32
state	8
a_addr_offset	16
w_counter	32
worst paths after layout:
check	from	endpoint	cells after the start
max in group asynchronous	rst	state[0]	4
worst max register to register	a_counter[0]	w_counter[14]	15
worst min register to register	w_addr_offset[15]	w_addr_offset[15]	1
min in group asynchronous	rst	w_counter[17]	2
worst min-delay path	w_addr_offset[15]	w_addr_offset[15]	1
worst max-delay path	a_counter[0]	w_counter[14]	15
Yosys cell counts, types with 14 or more instances:
cell type,number
nand3_1,45
a21oi_1,54
and3_1,22
clkbuf_1,53
nor2_1,81
o21ai_1,23
nand2b_1,14
nor3_1,27
a31oi_1,32
dfrtp_1,103
nor4_1,21
nand2_1,121
nand4_1,39
a222oi_1,17
o21ai_0,52
inv_1,41
and2_1,21
o31ai_1,14
buf_2,16
cell families after synthesis:
| family | after synthesis | share of synthesized area |
|---|---|---|
| xor+xnor | 21 | 0.0241 |
| compound gates | 281 | 0.250 |
| mux | 6 | 0.00805 |
| flops | 104 | 0.342 |
| simple gates | 438 | 0.292 |
| fa+ha+maj | 7 | 0.0115 |
| buf+inv | 124 | 0.0726 |
where the power goes:
group	switching (mW)	internal, mW	total (mW)
registers	0.114	0.639	0.752
clock network	0.241	0.241	0.482
logic	0.845	0.443	1.29
cell type report:
class                      count  area (sq um)  area share
clock buffer                  10           229      0.0269
clock inverter                 6          55.1     0.00647
inverter                      41           156      0.0184
multi-input combinational    753          4460       0.524
sequential                   104          2600       0.306
tap                          234           293      0.0344
timing repair buffer          74           711      0.0835
routing by layer:
layer	global-route usage	vias up	share of wire
met5	0	-	0
met4	0.0532	0	0.024
met3	0.0394	36	0.065
met2	0.369	281	0.45
met1	0.373	3552	0.47
li1	-	3664	-
per-stage QoR:
| stage | power (mW) | hold WS (ns) | setup WS (ns) | cells | instance area, sq um |
|---|---|---|---|---|---|
| final | 2.52 | 0.525 | 2.73 | 1222 | 8510 |
| after global routing | 2.69 | 0.538 | 2.46 | 1222 | 8510 |
| after CTS | 2.52 | 0.523 | 2.81 | 1222 | 8510 |
| after detailed placement | 2.03 | 0.512 | 2.83 | 1206 | 8230 |
| after global placement | 2.02 | 0.508 | 2.91 | 1206 | 8230 |
| after floorplan | 1.42 | 0.440 | 3.03 | 981 | 7620 |
cell usage in the layout, fill, tap and decap left out, types with 6 or more instances in the layout:
| cell | n |
|---|---|
| nand2_1 | 121 |
| dfrtp_1 | 103 |
| nor2_1 | 81 |
| clkdlybuf4s50_1 | 62 |
| a21oi_1 | 53 |
| o21ai_0 | 52 |
| nand3_1 | 45 |
| inv_1 | 40 |
| nand4_1 | 39 |
| a31oi_1 | 32 |
| nor3_1 | 27 |
| o21ai_1 | 23 |
| and3_1 | 22 |
| nor4_1 | 21 |
| and2_1 | 21 |
| a222oi_1 | 17 |
| nand2b_1 | 14 |
| o31ai_1 | 14 |
| xor2_1 | 13 |
| o22ai_1 | 13 |
| buf_4 | 12 |
| and4_1 | 10 |
| or3_1 | 10 |
| a22o_1 | 9 |
| clkbuf_16 | 9 |
| xnor2_1 | 8 |
| a221oi_1 | 8 |
| ha_1 | 7 |
| a21o_1 | 6 |
critical path, cell delays in order (launching register included):
cell       delay (ns)
dfrtp_1          0.44
ha_1             0.35
nand4_1          0.26
nor4_1           0.60
and3_1           0.33
nand4_1          0.13
a2111oi_2        0.44
nand3_1          0.13
ha_1             0.32
nand2_1          0.09
o41a_1           0.17
and4_1           0.20
buf_4            0.34
o21ai_1          0.15
a21o_1           0.24
a21o_1           0.18
Power and IR drop assume default switching activity.
