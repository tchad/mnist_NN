==> design/flow/design.v <==
`timescale 1ns / 1ps
module mul_fix
    #(parameter w=4)
    (input   logic   signed  [w-1:0]   a,
     input   logic   signed  [w-1:0]   b,
     output  logic   signed  [w-1:0]   o
    );
    localparam  ARG_WIDTH = w;
    localparam  MUL_WIDTH = w*2-1;
    always_comb begin : COMB
        logic   signed  [MUL_WIDTH-1:0]   buffer;
        buffer  =  a*b;
        o = buffer[MUL_WIDTH-1:ARG_WIDTH-1];
    end
endmodule
==> design/flow/run.sh <==
#!/bin/bash
# OpenROAD 26Q1-2900-gdf79404cd8, Yosys 0.63+post, stock flow scripts
make -C /OpenROAD-flow-scripts/flow DESIGN_CONFIG=/design/flow/config.mk WORK_HOME=/design/flow/orfs finish
==> design/flow/config.mk <==
export PLATFORM = sky130hd
export DESIGN_NAME = mul_fix
export DESIGN_NICKNAME = mul_fix
export VERILOG_FILES = /design/flow/design.v
export SDC_FILE = /design/flow/constraint.sdc
export NUM_CORES = 4
export LEC_CHECK = 1
export CORE_AREA = 10 10 81 81
export DIE_AREA = 0 0 91 91
==> design/flow/constraint.sdc <==
current_design mul_fix

set clk_period 4.7
set clk_io_pct 0.2

create_clock -name clk0 -period $clk_period

set non_clock_inputs [all_inputs -no_clocks]
set_input_delay [expr $clk_period * $clk_io_pct] -clock clk0 $non_clock_inputs
set_output_delay [expr $clk_period * $clk_io_pct] -clock clk0 [all_outputs]
==> deck_impl_summary.md <==
Flow Results at a Glance

Run status
  • Status: finished clean

Synth
  • Cell taking the most area after synthesis: fa_1
  • Yosys cell count: 48
  • Top cells by area: fa_1 35%, ha_1 19%, xnor3_1 9.7%
  • Area share, top type: 34.59%
  • Synthesis area per yosys: 462.9 um^2
  • Synth Cell Area: 462.9 um^2
  • Synth Seq Share: 0%
  • Synthesis Warnings: 1
  • Unique masters post-synth: 16
  • Avg Inst Size Synth: 9.645 um^2
  • Mapped Cells: 48

GRT
  • Vias in the first global route: 370
  • Largest net degree at the start of global routing: 6
  • First-pass GRT wire length: 1835 um
  • GRT overflow: 0
  • Gr usage total: 2.568%
  • Initial antenna violation count: 0

Setup path
  • Critical path origin: a[0]
  • Worst EP arrival: 3.64 ns
  • Critical path class: in2out
  • Crit-path max FO: 3
  • Setup crit end kind: output pin
  • Setup crit start kind: input port
  • Critical Path RT: 3.76 ns

Floorplan
  • FP Rows: 25
  • Core ar.: 4817 um^2
  • Die ar.: 8281 um^2
  • DIE WIDTH: 91 um
  • Initial Utilization: 9.610%
  • Die H: 91 um
  • Ports: 12

Cells and area
  • Proportion of layout cells with a drive suffix above 1: 48.48%
  • Clock buf count: 0
  • Flip-flops: 0
  • Util after Layout: 15.58%
  • Finished Cell Area: 750.7 um^2
  • Area growth, synth to finish: 62.16%
  • Storage element area: 0 um^2

Routing
  • Antenna fix cells: 0
  • Routed WL per cell: 7.511 um
  • Drt pass-1 iters: 2
  • Vias: 364
  • DRC viols: 0
  • Post-DR vias/cell: 2.737
  • Initial DRC Count: 5
  • Final ANT Viol Nets: 0
  • Final WL: 999 um

Placed design
  • Gpl congestion: 0.7941
  • DPL Wire Length: 886.7 um
  • Port Buf Inserts: 12
  • Placed Area: 711.9 um^2

Final timing
  • Crit share post-route: 97.38%
  • RSZ-0062 raised after global routing: false
  • Setup Viol. Count Final: 0
  • Worst slew margin: 89.11%
  • Worst-margin pin slew: 0.1633 ns
  • Final period demand of the worst path: 4.577 ns
  • Hold Vio Cnt, Final: 0
  • Max Clock Freq: 218.5 MHz
  • Slew Limit Fails: 0

Job
  • Max-cap violations: 0
  • Tool warning count: 32

Pwr
  • Pleak: 0.3433 nW
  • Worst IR Drop VDD: 0.07986 mV
  • Pwr per Cell Area: 182.5 nW/um^2

Clocking
  • CTS Hold Bufs: 0

Hold path
  • Worst min-delay path category: in2out
  • Min-delay src: b[3]
==> cells by family (layout without fill, tap and decap cells) <==
logic type	after synthesis	count (layout)	share of synthesized area, %
XOR/XNOR	5	5	15.41
buffers and inverters	11	29	8.919
adder cells (fa/ha/maj)	15	15	53.51
AND-OR/OR-AND	3	3	3.784
AND/OR/NAND/NOR	14	14	18.38
==> final cells by class <==
cell class	instances	area, um^2
well taps	67	83.83
repair buffers	18	123.9
multi-input cells	37	501.7
inverters	11	41.29
fillers	563	4066
==> worst paths after layout <==
check                  end  cells past startpoint
worst max-delay path  o[2]                     11
worst min-delay path  o[3]                      5
==> worst max-delay path, cell delays in order <==
cell and delay (ns):
buf_2 0.11, nand2b_4 0.14, fa_1 0.47, fa_1 0.53, inv_2 0.04, fa_2 0.55
ha_4 0.14, inv_2 0.03, fa_2 0.34, xnor2_2 0.14, clkdlybuf4s15_1 0.19
==> synthesized netlist by cell type <==
master / n
inv_1: 10
fa_1: 8
ha_1: 7
and2_1: 4
xnor2_1: 3
a21oi_1: 2
and2_2: 2
nand2_1: 2
nor2b_1: 2
xnor3_1: 2
a21o_1: 1
and4_1: 1
inv_2: 1
nand2_2: 1
nand2b_1: 1
nor2_1: 1
==> cell usage in the layout, fill, tap and decap left out, types with 2 or more instances in the layout <==
| cell | count |
|---|---|
| xnor3_1 | 2 |
| buf_2 | 6 |
| ha_1 | 3 |
| ha_4 | 4 |
| fa_1 | 6 |
| nand2_2 | 3 |
| xnor2_1 | 2 |
| clkdlybuf4s50_1 | 2 |
| clkbuf_2 | 2 |
| fa_2 | 2 |
| and2_1 | 4 |
| nor2b_1 | 2 |
| buf_4 | 6 |
| inv_2 | 4 |
| inv_1 | 7 |
==> power breakdown <==
part / leakage, nW / total (W) / internal, W / switching, W
logic: 0.343 / 0.000137 / 0.0000834 / 0.0000536
clock network: 0 / 0 / 0 / 0
registers: 0 / 0 / 0 / 0
total: 0.343 / 0.000137 / 0.0000834 / 0.0000536
==> repair_timing <==
| item | CTS | global route |
|---|---|---|
| endpoints found under the setup margin | 4 | 3 |
| resized | 40 | 9 |
| pin swaps | 8 | 6 |
| buffers inserted | 0 | 0 |
==> through the flow <==
step	setup TNS [ns]	hold WS (ns)	cells	power, W	setup WS [ns]
3_3_place_gp	-2.098	3.112	133	0.0001262	-0.8052
4_1_cts	0	2.652	133	0.0001357	0.003065
2_1_floorplan	0	2.060	48	0.00006073	0.3069
3_5_place_dp	-2.144	3.122	133	0.0001257	-0.7973
5_1_grt	0	2.666	133	0.0001592	0.01582
6_report	0	2.533	133	0.0001370	0.1230
==> routing by layer <==
layer	track usage (%)	share of wire, %	vias up
li1	-	-	184
met1	4.429	61	171
met2	3.341	35	9
met3	0.4149	3.7	0
met4	0	0	0
met5	0	0	-
Power figures rest on the tool's default switching activity, not on a simulated workload.
