[design/flow/config.mk]
export PLATFORM = sky130hd
export DESIGN_NAME = scaler_div_fix
export DESIGN_NICKNAME = scaler_div_fix
export VERILOG_FILES = /design/flow/design.v
export SDC_FILE = /design/flow/constraint.sdc
export NUM_CORES = 4
export LEC_CHECK = 1
export CORE_AREA = 10 10 87 87
export DIE_AREA = 0 0 97 97
[design/flow/constraint.sdc]
current_design scaler_div_fix

set clk_period 7.9
set clk_io_pct 0.2

create_clock -name clk0 -period $clk_period

set non_clock_inputs [all_inputs -no_clocks]
set_input_delay [expr $clk_period * $clk_io_pct] -clock clk0 $non_clock_inputs
set_output_delay [expr $clk_period * $clk_io_pct] -clock clk0 [all_outputs]
[design/flow/design.v]
`timescale 1ns / 1ps
module scaler_div_fix
    #(parameter WIDTH = 16,
      parameter SCALE = 2)
    (input  logic   signed  [WIDTH-1:0] in,
     output logic   signed  [WIDTH-1:0] out
    );
    localparam IN_MSB_IDX = WIDTH-1;
    localparam SHAMT = $clog2(SCALE);
    function logic signed [WIDTH-1:0] max_neg();
        automatic logic signed [WIDTH-1:0] tmp = 1'b1 << (WIDTH-1); 
        max_neg = tmp + 1;
    endfunction
    function logic signed [WIDTH-1:0] max_pos();
        automatic logic signed [WIDTH-1:0] tmp = 1'b1 << (WIDTH-1); 
        max_pos = ~tmp;
    endfunction
    logic   signed  [WIDTH-1:0] sig_out;
    always_comb begin : COMB
        automatic logic unsigned [WIDTH-1:0] tmp;
        if ( in == 0 ) begin
            sig_out = in;
        end else begin
            if ( in[IN_MSB_IDX] == 1'b1) begin
                tmp = -in;
            end else begin
                tmp = in;
            end
            if(((WIDTH-1) <= SHAMT)) begin
                if (tmp == 0) begin
                    tmp = 0;
                end else begin
                    tmp = 1;
                end
            end else begin
                tmp = tmp >> SHAMT;
                if(tmp == 0) begin
                    tmp = 1;
                end
            end
            if (in[IN_MSB_IDX] == 1'b0) begin
                tmp = tmp;  
            end else begin  
                tmp = -tmp;
            end
            sig_out = tmp;
        end
    end
    assign out = sig_out;
endmodule
[design/flow/run.sh]
#!/bin/bash
# OpenROAD 26Q1-2900-gdf79404cd8, Yosys 0.63+post, stock flow scripts
make -C /OpenROAD-flow-scripts/flow DESIGN_CONFIG=/design/flow/config.mk WORK_HOME=/design/flow/orfs finish
==> notes.md <==
Synthesis and PnR results.

- The worst hold path belongs to the class primary input to output port.
- The final sequential cell count is 0.
- Warnings reported by Yosys during synthesis add up to 1.
- The number of maximum-capacitance constraint violations reads 0.
- The combinational cell fraction of total power reads 100.0%.
- In the finished design, the share of the clock period the worst path needs comes to 93.7%.
- The layout summary lists the proportion of cells stronger than drive strength 1 as 12.6%.
- The number of cell instances after yosys synthesis is 175.
- The floorplan has 27 rows.
- The fmax is 0.135 GHz.
- The family with the most delay on the worst path reads buffers and inverters.
- Summed over all cells, the static leakage comes to 0.560 nW.
- The worst hold path cell count is 4.
- The switching power as a share of total power is 48.3%.
- The post-CTS setup buffer count is 0.
- The post-DP HPWL reads 3.20 mm.
- The cell area that synthesis handed to floorplanning was 1210 µm².
- The overall die area reads 9410 µm².
- The part of the total power dissipated in the clock network is 0%.
- The shortest period the worst path allows reads 7.40 ns.
- The power share of the sequential group reads 0%.
- The congestion estimate from routability-driven global placement came to 0.887.
- The sequential-to-total area share from yosys stat is 0%.
- The worst slew slack as a fraction of its limit is 61.3%.
- Compared with the post-synthesis result, the final layout area differs by 29.6%.
- The vertical extent of the die is 97 µm.
- The slew of the pin with the lowest slew margin reads 0.579 ns.
- The yosys stat chip area reads 1210 µm².
- Per the layout report, the design carries 0 clock buffers.
- The worst endpoint required time is 6.32 ns.
- The global-route wire length before repair is 6.60 mm.
- In this run the mean area of a mapped cell was 6.94 µm².
- In the routed layout, each cell is associated on average with a via count of 5.19.
- The remaining routing DRC violations reads 0.
- The number of pins with negative max-slew slack in the final report is 0.
- The routed wire length is 4.02 mm.
- The violation count after the first detailed-routing iteration is 184.
- The total power per unit cell area reads 50.2 nW/µm².
- The synthesized netlist contains 61 unique library cells.
- STA lists the startpoint of the worst hold path as in[9].
- The kind of end point of the critical path reads an output port.
- After clock tree synthesis, the flow added hold-fix buffers numbering 0.
- In the power breakdown, the internal column shows 0.0409 mW.
- The detailed-route via count reads 1402.
- In this run the cell area measured after placement is 1570 µm².
- Entering global routing, the biggest net connects 21 pins.
- The arrival time of data at the worst endpoint is listed as 5.82 ns.
- The largest single stage delay on the critical path is 0.54 ns.
- The antenna cell count reads 0.
- The design draws 0.0790 mW.
- Nets still carrying antenna violations after routing amount to 0.
- Walking the worst path, the cells encountered are clkdlybuf4s50_1 -> inv_1 -> ha_1 -> nand2b_1 -> o41ai_4 -> xnor2_1 -> a2111oi_4 -> nand2_2 -> nor2_1 -> nor2_1 -> ha_1 -> o2111ai_1 -> and4bb_2 -> xor2_1 -> nor2_1 -> clkdlybuf4s50_1.
- The width of the die reads 97 µm.
- The kind of start point of the critical path reads a primary input.
- The worst VDD IR drop from the latest analysis is 0.0000184 V.
- The hold-critical path endpoint is out[8].
- The placement report lists the number of port buffers as 32.
- The critical path is of the primary input to output port type.
- The initial antenna violation count was 0.
- The number of global-route vias before repair reads 1311.
- The flow ran to the end, and the final reports show no timing, DRC or antenna violations.
- The area taken by flip-flops and latches is 0 µm².
- The number of buffers and inverters on the critical path is 3.
- The tally of filler cells in the layout is 620.
- The global-route congestion overflow total is 0.
- The switching power summed over all nets is 0.0381 mW.
- The effective utilization at floorplan reads 21.5%.
- The final routed wire length divided by cell count reads 14.9 µm.
- Per the OpenROAD floorplan log, the area of the core is 5640 µm².
- The count of pins on the block boundary reads 32.
- The length of the first detailed-routing pass in iterations reads 4.
- The instance count of the mapped netlist reads 175.
- The post-cts resize count reads 0.
- The tool warning count is 32.
- The sum of negative setup slack is 0 ns.
- Per the final timing report, the hold violations number 0.
- Setup repair after global routing left no endpoint under its margin.
- For this design, the slowest cell found on the critical path is clkdlybuf4s50_1.
- The finished cells cover 1570 µm².
- STA lists the maximum fanout along the critical path as 9.
- The number of failing setup endpoints in the final timing report is 0.
- The overall fraction of global-route tracks in use is 7.86%.
- The most frequent cell on the critical path reads nor2_1.
-- cell usage in the layout, fill, tap and decap left out, drive strengths merged, types with 4 or more instances in the layout --
master         netlist  layout
xor2                 5       5
xnor2               12      12
mux2i                6       6
inv                  5       5
buf                  6       8
nand3                6       6
nor3                 5       5
and3                 4       4
a21oi               10      10
nand2               18      18
nor2                19      19
or3                  4       4
o21ai                8       8
nor4                 5       5
clkdlybuf4s50        0      32
-- cell usage after synthesis (4+ instances only) --
| library cell | instances | area, µm² |
|---|---|---|
| a21oi_1 | 10 | 50.1 |
| clkbuf_1 | 8 | 30.0 |
| inv_1 | 5 | 18.8 |
| mux2i_1 | 6 | 60.1 |
| nand2_1 | 17 | 63.8 |
| nand3_1 | 6 | 30.0 |
| nor2_1 | 19 | 71.3 |
| nor3_1 | 4 | 20.0 |
| nor4_1 | 4 | 25.0 |
| o21ai_0 | 8 | 40.0 |
| xnor2_1 | 12 | 105 |
| xor2_1 | 5 | 43.8 |
-- logic make-up after synthesis --
| kind of cell | after synthesis | synth area share, % |
|---|---|---|
| simple gates | 76 | 34.3 |
| compound gates | 51 | 34.8 |
| buf+inv | 22 | 10.7 |
| xor+xnor | 17 | 12.3 |
| mux | 7 | 5.87 |
| fa+ha+maj | 2 | 2.06 |
-- how the worst max path moves through the flow --
stage,start,endpoint,slack [ns],cells past startpoint
CTS,in[0],out[14],0.52,16
finish,in[0],out[14],0.50,16
global route,in[0],out[14],0.16,16
-- power by group through the flow --
stage | sequential, mW | combinational (mW) | clock, mW
6_report | 0 | 0.0790 | 0
5_1_grt | 0 | 0.0867 | 0
4_1_cts | 0 | 0.0799 | 0
-- through the flow --
stage | hold WS (ns) | std cells | utilization (%) | setup WS, ns
finish | 4.23 | 270 | 27.9 | 0.500
global route | 4.28 | 270 | 27.9 | 0.164
CTS | 4.24 | 270 | 27.9 | 0.521
detailed placement | 4.24 | 270 | 27.9 | 0.540
global placement | 4.25 | 270 | 27.9 | 0.580
floorplan | 3.19 | 175 | - | 1.87
-- routing by layer --
layer | up-vias | track usage [%] | part of all wire, %
met5 | - | 0 | 0
met1 | 648 | 10.9 | 48
li1 | 707 | - | -
met4 | 0 | 0.676 | 0.95
met2 | 44 | 13.2 | 47
met3 | 3 | 0.716 | 4.6
-- final cells by class --
cell class | instances | area, µm² | share of cell area, %
Inverter | 5 | 18.8 | 1.19
Multi-Input combinational cell | 153 | 1080 | 68.9
Tap cell | 72 | 90.1 | 5.72
Timing Repair Buffer | 40 | 380 | 24.2
-- tightest hold or removal path, delay by kind of cell --
kind,cells,cell delay (ns)
buffers and inverters,3,0.99
XOR/XNOR,1,0.08
No activity file was given, so power comes from the tool's default toggle rates.
